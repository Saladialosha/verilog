==> /design/flow/design.v <==
module mod(clk,rst,control,y);
integer i;
input rst,clk,control;
output reg [3:0]y;
initial 
y=4'b0000;
always @ (negedge clk)
begin
 if(control)
begin 
 for(i=0;i<=12;i=i+1)
begin
 y=y+4'b0001;
end
end
else
begin
 for(i=0;i<=12;i=i+1)
begin
 y=y-4'b0001;
end
end
end
endmodule
==> /design/flow/run.sh <==
#!/bin/bash
# OpenROAD 26Q1-2900-gdf79404cd8, Yosys 0.63+post, stock flow scripts
make -C /OpenROAD-flow-scripts/flow DESIGN_CONFIG=/design/flow/config.mk WORK_HOME=/design/flow/orfs finish
==> /design/flow/config.mk <==
export PLATFORM = sky130hd
export DESIGN_NAME = mod
export DESIGN_NICKNAME = mod
export VERILOG_FILES = /design/flow/design.v
export SDC_FILE = /design/flow/constraint.sdc
export NUM_CORES = 4
export LEC_CHECK = 1
export CORE_AREA = 10 10 70 70
export DIE_AREA = 0 0 80 80
==> /design/flow/constraint.sdc <==
current_design mod

set clk_period 1.8
set clk_io_pct 0.2

create_clock -name clk0 -period $clk_period [get_ports {clk}]

set non_clock_inputs [all_inputs -no_clocks]
set_input_delay [expr $clk_period * $clk_io_pct] -clock clk0 $non_clock_inputs
set_output_delay [expr $clk_period * $clk_io_pct] -clock clk0 [all_outputs]
==> Slide: Implementation Results <==
Physical Implementation Snapshot

Flow run
  – Max_cap viols: 0
  – Tool warnings: 33

CTS
  – Clock input transition at the sequential cells of the worst setup and hold paths: 30 ps
  – Hold buffer count at cts: 0
  – Clock tree from TritonCTS: built
  – Insertion delay of the later-clocked pin in the worst-skew pair: around 290 ps
  – Depth of the CTS H-tree: 1
  – Total number of clock tree sinks: 4
  – Bufs on Longest Clock Path: 2
  – CTS Root Buffer Type: clkbuf_4
  – Total clock buffers created by CTS: 3

Timing
  – Final WS setup: -156 ps
  – Slew at the pin closest to its max-slew limit: roughly 160 ps
  – Number of failing hold endpoints at the final stage: 0
  – Final setup violating endpoints: 4
  – Hold slack: 505 ps
  – Worst max-slew margin expressed relative to the limit: about nine tenths
  – Final Slew Violations: 0
  – Unrepaired setup endpoints after global routing: true
  – Post-route setup TNS: -604 ps
  – Final worst clock skew: 4.56 ps

Critical path
  – Data arrival time of the critical path: 1600 ps
  – Critical setup path kind: flop to primary output
  – Peak per-stage delay on the critical path: 300 ps
  – Family with the most delay on the worst path: flip-flops
  – Combined buffer and inverter count along the critical path: 1
  – CP startpoint kind: flop
  – Top fanout value on the critical path: 2
  – Data required, critical path: 1440 ps
  – Cell-by-cell trace of the critical path: buf_2
  – Cell type of the slowest stage on the worst timing path: dfxtp_2
  – Worst Setup End Kind: primary output

Cells and area
  – Multi-input gate area in the final layout: between 90 and 100 um^2
  – Total non-filler cell area in the finished layout: 364 um^2
  – Number of flip-flops in the largest register: 4
  – Post-route insts no fill: 82
  – FF/Latch Area: 85.1 um^2
  – Commonest cells after routing, fill and taps aside: 7 x inv_1, 7 x buf_4, 4 x buf_2, 4 x dfxtp_2, 3 x clkbuf_4
  – Fill cells: 407
  – Ratio of cells with drive above 1 in the final layout: 55.6%
  – Signed area change from the synthesized netlist to the final layout: 91.4%

Global routing
  – Pin count of the biggest net entering global routing: 6
  – First-pass GRT wire length: 717 um
  – Initial antenna violation count: 0
  – Number of global-route vias before repair: 183
  – GRT Util Overall: ~1.5%
  – Global route overflow: 0

Detailed routing
  – Number of diodes added for antenna fixing: 0
  – Routed length per placed instance: 4.98 um
  – Number of remaining DRC errors: 0
  – Number of violations reported at the end of detailed-routing iteration 0: 7
  – Via density per instance: ~2.0
  – Number of optimization iterations in the first detailed-route pass: 2
  – Total wire length after detailed routing: 408 um
  – Total vias in the final route: 161
  – Routed Antenna Nets: 0

Yosys
  – Total of flip-flops plus latches after synthesis: 4
  – Synthesized area divided by synthesized cell count: around 11 um^2
  – Yosys Chip Area: 190 um^2
  – Cell variety after synth: 10
  – Post-synthesis cell count: 18
  – Total number of yosys warnings: 1
  – Post-Synthesis Cell Area: 190 um^2
  – Seq share, synth: 42.1%
  – # Cells Yosys: 18

Power
  – Leakage power: 0.180 nW
  – Maximum VDD drop: ~0.00017 V
  – Cell Pwr Density: 1080 nW/um^2

Placement
  – Routability-driven placement congestion ratio: slightly below 0.7
  – Number of cells after detailed placement: 75
  – Count of buffers inserted at the top-level ports: 5
  – Detailed-placement wirelength estimate: between 300 and 400 um
  – Post-detailed-placement cell area: 343 um^2

Worst hold path
  – Path type of the worst min-delay path: flop to flop

Die
  – Chip Footprint: 6400 um^2
  – Vertical extent of the die: approximately 80 um
  – Floorplan core area: 3420 um^2
  – FP Util: under 10%
  – Die boundary width: ~80 um
  – Top-level I/O count: 7
  – Cell Rows: 21

Run status
  – Failing checks: negative setup slack
  – Run status: complete, but fails checks
-- cells in the mapped netlist, drive strengths merged --
master | n | area, um^2
inv | 4 | 15.0
dfxtp | 4 | 80.1
ha | 2 | 25.0
a21bo | 1 | 10.0
or2b | 1 | 7.51
o22ai | 1 | 12.5
nor2 | 1 | 3.75
xor2 | 2 | 17.5
mux2i | 1 | 10.0
xnor2 | 1 | 8.76
-- per-stage QoR --
step | worst slack [ps] | utilization, % | power [W]
final | -156 | 10.7 | 0.000392
after global routing | -213 | 10.7 | 0.000438
after CTS | -171 | 10.8 | 0.000405
after detailed placement | -581 | 10.0 | 0.000291
after global placement | -560 | 10.0 | 0.000289
after floorplan | 14.1 | - | 0.000195
-- worst register-to-register path, cell delays in order, from the launching register on --
cell and delay [ps]:
dfxtp_2 300, buf_4 120, buf_4 140, a21bo_1 190
o22ai_2 150, xor2_1 160
-- what timing repair did --
item / CTS / global route
setup endpoints to repair: 7 / 5
gates cloned: 0 / 0
gates resized: 18 / 1
setup buffers: 1 / 0
-- per-layer routing --
layer | share of wire, % | vias to the layer above | GRT usage (%)
li1 | - | 93 | -
met5 | 0 | - | 0
met1 | 44 | 62 | 1.46
met2 | 33 | 6 | 1.28
met4 | 0 | 0 | 1.06
met3 | 23 | 0 | 2.27
-- report_power, final --
| part | internal (W) | switching (W) |
|---|---|---|
| Sequential | 0.000120 | 0.0000103 |
| Combinational | 0.0000764 | 0.0000458 |
| Clock | 0.0000868 | 0.0000528 |
| Total | 0.000283 | 0.000109 |
-- area by class of cell --
type                       count  share of cell area [%]
inverter                       3                    3.09
tap                           46                    15.8
sequential                     4                    23.4
clock buffer                   3                    6.19
multi-input combinational     10                    26.1
timing repair buffer          12                    21.3
clock inverter                 4                    4.12
-- path summary, 6_finish.rpt --
path	end	slack [ps]	depth (start not counted)	start
max	y[1]	-160	1	y[1]
min	y[3]	500	2	y[3]
max reg2reg	y[3]	670	5	y[0]
min reg2reg	y[3]	500	2	y[3]
-- cell families after synthesis --
logic type | share of synthesized area (%)
adder cells (fa/ha/maj) | 13.2
multiplexers | 5.26
AND/OR/NAND/NOR | 5.92
XOR/XNOR | 13.8
buffers and inverters | 7.89
flip-flops | 42.1
AND-OR/OR-AND | 11.8
Power figures rest on the tool's default switching activity, not on a simulated workload.
