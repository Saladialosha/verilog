==> design.v <==
module fafb(a,b,cin,s,cout);
input [3:0] a,b;
input cin;
output [3:0] s;
output cout;
wire w1,w2,w3;
fa f1(a[0],b[0],cin,s[0],w1);
fa f2(a[1],b[1],w1,s[1],w2);
fa f3(a[2],b[2],w2,s[2],w3);
fa f4(a[3],b[3],w3,s[3],cout);
endmodule
module fa (a,b,c,s,y);
input a,b,c;
output s,y;
assign s=a^b^c;
assign y=(a&b)|(a&c)|(b&c);
endmodule
==> run.sh <==
#!/bin/bash
# OpenROAD 26Q1-2900-gdf79404cd8, Yosys 0.63+post, stock flow scripts
make -C /OpenROAD-flow-scripts/flow DESIGN_CONFIG=/design/flow/config.mk WORK_HOME=/design/flow/orfs finish
==> config.mk <==
export PLATFORM = sky130hd
export DESIGN_NAME = fafb
export DESIGN_NICKNAME = fafb
export VERILOG_FILES = /design/flow/design.v
export SDC_FILE = /design/flow/constraint.sdc
export NUM_CORES = 4
export LEC_CHECK = 1
export CORE_AREA = 10 10 70 70
export DIE_AREA = 0 0 80 80
==> constraint.sdc <==
current_design fafb

set clk_period 2.8
set clk_io_pct 0.2

create_clock -name clk0 -period $clk_period

set non_clock_inputs [all_inputs -no_clocks]
set_input_delay [expr $clk_period * $clk_io_pct] -clock clk0 $non_clock_inputs
set_output_delay [expr $clk_period * $clk_io_pct] -clock clk0 [all_outputs]
==> impl_metrics.tcl <==
# flow metrics
set metrics [dict create \
    status "completed" \
    dp.cells 74 \
    min_from "cin" \
    num_rows 21 \
    grt_use_total_pct 1.158 \
    finalWorstSetupSlack_ps 22.73 \
    grt_overflow 0 \
    critical_path.most_common_cell "fa_2" \
    ys_warn_count 0 \
    vias 128 \
    fp_util_pct 4.322 \
    rsz0062_at_grt "yes" \
    wl_per_cell_um 5.757 \
    n_clock_buffer 0 \
    diodes 0 \
    ff_count 0 \
    netlist-cell-type-count 3 \
    min_to "s[0]" \
    start_kind "input pin" \
    die_w_um 80 \
    crit_fanout 1 \
    die_area_sq_mm 0.006400 \
    area_delta_synth_final_pct 117.8 \
    drtIter0Drc 0 \
    tool_warnings 34 \
    critical_path.max_stage_delay_ps 400 \
    post_cts_buffers 0 \
    setup_viol 0 \
    total_power_mw 0.04863 \
    maxCapViolations 0 \
    drcViolationCount 0 \
    stdcell_count 74 \
    worstMarginPinSlew_ps 98.24 \
    synthTopCellsByArea "fa_1 54%, inv_1 25%, buf_4 20%" \
    slew-limit-headroom_pct 93.43 \
    grt_pass1_vias 132 \
    maxSlewViolCount 0 \
    top_cell "inv_1" \
    dp_hpwl_um 425.2 \
    grt_pass1_wl_um 579 \
    power_frac_clock_pct 0 \
    finalHoldViolCount 0 \
    wirelength_um 426 \
    postSynthCellCount 18 \
    ir_worst_vdd_v 0.00003680 \
    min_path_cells 5 \
    flop_area_sq_um 0 \
    yosys.area.top_type "fa_1" \
    ys_cells 18 \
    combPwrFrac_pct 100.0 \
    postRouteAntennaNets 0 \
    power_density_mw_per_mm2 151.2 \
    io-pin-count 14 \
    place_congestion 0.7618 \
    setup-tns-final_ps 0 \
    coreArea_sq_mm 0.003416 \
    syn_area_sq_um 147.6 \
    end_kind "output port" \
    drive_gt1_share_pct 42.86 \
    viasPerCell 1.730 \
    synth_top_area_share_pct 54.24 \
    p_sw_mw 0.01632 \
    io_buffer_count 14 \
    crit_chain "buf_6 -> inv_4 -> fa_2 -> inv_2 -> fa_2 -> fa_2 -> inv_2 -> fa_1 -> inv_1 -> buf_2" \
    hold_path_class "input pin to output port" \
    swShare_pct 33.56 \
    cp_slowest_cell "fa_1" \
    yosys_area_sq_um 147.6 \
    dp_slack_ps -814.5 \
    internal-power_mw 0.03231 \
    filler_cell_count 402 \
    path_class "input pin to output port" \
    fin_crit_sh_pct 99.19 \
    crit_arrival_ps 2220 \
    antenna_found_initial 0 \
    p_leak_nw 0.1416 \
    min_period_ps 2777 \
    die_h_um 80 \
    fmax_ghz 0.3601 \
    synth.avg_cell_area_sq_um 8.202 \
    grt_max_degree 2 \
    drtPass1Iterations 1 \
    ys_seq_share_pct 0 \
    common_cells "10 x inv_1, 4 x buf_4, 4 x fa_1" \
    seq_power_share_pct 0 \
    cp_data_required_time_ps 2240 \
    holdBufCountCts 0 \
]
-- layout by cell type, fill, tap and decap left out --
master,Yosys,final
inv_2,0,3
inv_1,10,5
inv_4,0,2
dlygate4sd2_1,0,4
fa_1,4,1
fa_2,0,3
buf_2,0,1
clkdlybuf4s50_1,0,6
buf_6,0,3
-- metal layers --
| metal | track usage [%] | vias up | wire (um) |
|---|---|---|---|
| li1 | - | 60 | - |
| met1 | 1.863 | 54 | 247 |
| met2 | 1.284 | 14 | 97 |
| met3 | 0.6818 | 0 | 81 |
| met4 | 0 | 0 | 0 |
| met5 | 0 | - | 0 |
-- timing repair --
action	CTS	global route
pin swaps	4	4
endpoints found under the hold margin	0	0
setup endpoints to repair	4	2
cloned	0	0
gates resized	30	1
-- worst max-delay path, delay by kind of cell --
kind       cells  cell delay (ps)
buf+inv        6              370
fa+ha+maj      4             1280
-- power groups by stage --
stage / logic [mW] / clock network [mW] / registers [mW]
after CTS: 0.0499 / 0 / 0
final: 0.0486 / 0 / 0
after global routing: 0.0553 / 0 / 0
-- cells by family (layout without fill, tap and decap cells) --
group,count (synthesis),after routing,share of synthesized area (%)
buf+inv,14,24,45.77
fa+ha+maj,4,4,54.24
-- through the flow --
stage | hold WS (ps) | util, % | cell area (sq um)
floorplan | 1337 | - | 147.6
global placement | 2160 | 9.231 | 315.3
detailed placement | 2175 | 9.231 | 315.3
CTS | 1873 | 9.341 | 319.1
global route | 1886 | 9.414 | 321.6
finish | 1867 | 9.414 | 321.6
-- cell type report --
cell class | instances | area, sq um | share of cell area [%]
Inverter | 10 | 42.54 | 13.23
Tap cell | 46 | 57.56 | 17.90
Timing Repair Buffer | 14 | 133.9 | 41.63
Multi-Input combinational cell | 4 | 87.58 | 27.24
-- how the worst max path moves through the flow --
stage / from / end
4_1_cts: cin / s[3]
5_1_grt: a[0] / s[3]
6_report: a[0] / s[3]
No activity file was given, so power comes from the tool's default toggle rates.
