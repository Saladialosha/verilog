==> /design/flow/design.v <==
module fbcb(clk,ctrl,q);
input clk,ctrl;
output reg [3:0]q;
integer i;
initial
begin
q=4'b0000;
end
always @ (posedge clk)
begin
if(ctrl)
begin
for(i=0;i<16;i=i+1)
begin
q<=q+4'b0001;
end
end
else
begin
for(i=0;i<16;i=i+1)
begin
q<=q-4'b0001;
end
end
end
endmodule
==> /design/flow/run.sh <==
#!/bin/bash
# OpenROAD 26Q1-2900-gdf79404cd8, Yosys 0.63+post, stock flow scripts
make -C /OpenROAD-flow-scripts/flow DESIGN_CONFIG=/design/flow/config.mk WORK_HOME=/design/flow/orfs finish
==> /design/flow/config.mk <==
export PLATFORM = sky130hd
export DESIGN_NAME = fbcb
export DESIGN_NICKNAME = fbcb
export VERILOG_FILES = /design/flow/design.v
export SDC_FILE = /design/flow/constraint.sdc
export NUM_CORES = 4
export LEC_CHECK = 1
export CORE_AREA = 10 10 70 70
export DIE_AREA = 0 0 80 80
==> /design/flow/constraint.sdc <==
current_design fbcb

set clk_period 1.6
set clk_io_pct 0.2

create_clock -name clk0 -period $clk_period [get_ports {clk}]

set non_clock_inputs [all_inputs -no_clocks]
set_input_delay [expr $clk_period * $clk_io_pct] -clock clk0 $non_clock_inputs
set_output_delay [expr $clk_period * $clk_io_pct] -clock clk0 [all_outputs]
==> results_dict.tcl <==
# place-and-route summary
set metrics [dict create \
    dpl-instance-area_sq_um 290 \
    path_class "in -> reg" \
    drc 0 \
    yosys.stat.seqShare_pct 45.7 \
    numCtsBuffers 3 \
    edf_count 0 \
    die_area_sq_mm 0.00640 \
    fin_crit_sh_pct 92.6 \
    outcome "finished, final reports clean" \
    antenna_found_initial 0 \
    largest_reg_flops 4 \
    top_regs "q x4" \
    grt_pass1_wl_um 634 \
    max_freq_mhz 675 \
    dr_wl_met3_um 157 \
    end_kind "flop" \
    io_pins 6 \
    largest_register "q" \
    syn_to_final_growth_pct 78.6 \
    slew_viol_final 0 \
    clk_path_buf_depth 2 \
    root_buffer "clkbuf_4" \
    drt-total-wl_um 392 \
    vdd_drop_max_v 0.000323 \
    clock_sinks 4 \
    maxCapViolations 0 \
    htree_num_levels 1 \
    ant_nets 0 \
    cts_resized 0 \
    cp_max_fo 3 \
    syn_inst 14 \
    crit_path_start_kind "input pin" \
    hpwl_um 337 \
    syn_area_sq_um 175 \
    p_per_area_mw_per_mm2 1580 \
    top_area_cell "dfxtp_1" \
    hp-class "reg -> reg" \
    ctsHoldBuffers 0 \
    netlist_top_cells_count "4 x dfxtp_1, 2 x ha_1, 2 x inv_1, 2 x xnor2_1" \
    synth_cell_types 8 \
    setup_viol 0 \
    yosys_area_sq_um 175 \
    rows 21 \
    vias 129 \
    core_area_sq_mm 0.00342 \
    dr.max_layer_used "met3" \
    fillers 399 \
    warnings 25 \
    worst_ep_arrival_time_ps 1600 \
    layout-drive-gt1-share_pct 21.7 \
    maxSlewHeadroom_pct 87.7 \
    worst_pin_slew_ps 184 \
    fin_util_pct 9.16 \
    yosysMostFrequentCell "dfxtp_1" \
    post_cts_buffers 0 \
    ys_cells 14 \
    firstDrtPassIters 3 \
    n_antenna_cell 0 \
    grt_overflow 0 \
    wl_met2_um 82 \
    worstPathRequired_ps 1720 \
    hold_viol 0 \
    dieHeight_um 80 \
    min_period_ps 1480 \
    synthArstFlopShare_pct 0 \
    routed_via_density 1.87 \
    grt_max_degree 5 \
    path_clk_slew_ps 30 \
    grt_setup_unrepaired "no" \
    wl_per_cell_um 5.68 \
    grtUsageTotal_pct 1.49 \
    top_area_share_pct 45.7 \
    ys_ff 4 \
    flop_cell "dfxtp_1" \
    place_congestion 0.668 \
    synth.avg_cell_area_sq_um 12.5 \
    wirelength_met1_um 152 \
    fp_util_pct 5.13 \
    numPortBuffers 5 \
    drt_iter0_markers 14 \
    synth_warnings 1 \
    topCellsByArea "dfxtp_1 46%, ha_1 14%, fa_1 11%" \
    fp.dieW_um 80 \
    skew_ps 0.139 \
    worstSkewPairLatency_ps 230 \
    grt_pass1_vias 125 \
    stdcell_area_sq_um 313 \
    cts_tree "yes" \
    p_leak_nw 0.121 \
]
## layout make-up
class                           count  area, sq um  share of cell area (%)
Clock buffer                        3         22.5                    7.20
Inverter                            2         7.51                    2.40
Multi-Input combinational cell      8         87.6                    28.0
Sequential cell                     4         80.1                    25.6
Tap cell                           46         57.6                    18.4
Timing Repair Buffer                6         57.6                    18.4
## final timing paths
check	from	to	slack, ps	cells after the start
setup / recovery	ctrl	q[3]	120	6
hold / removal	q[0]	q[0]	430	1
setup reg to reg	q[1]	q[3]	460	4
hold reg to reg	q[0]	q[0]	430	1
## metal layers
| metal | vias to the layer above | track usage, % |
|---|---|---|
| li1 | 64 | - |
| met1 | 55 | 1.61 |
| met2 | 10 | 0.803 |
| met3 | 0 | 3.30 |
| met4 | 0 | 0.176 |
| met5 | - | 0 |
## through the flow
stage	setup TNS, ps	instances	total power [W]	hold WS (ps)	setup slack (ps)
floorplan	0	14	0.000264	387	438
global placement	-96.9	66	0.000362	414	-96.9
detailed placement	-136	66	0.000374	419	-136
CTS	0	69	0.000504	438	110
global route	0	69	0.000538	477	27.9
finish	0	69	0.000493	431	118
## report_power, final
part,leakage [nW],total [W],internal (W),switching [W]
Combinational,0.0737,0.000196,0.000131,0.0000645
Sequential,0.0334,0.000174,0.000144,0.0000294
Clock,0.0138,0.000123,0.0000838,0.0000396
## kinds of logic (layout without fill, tap and decap cells)
family	count (synthesis)	count (layout)	synth area share (%)
flops	4	4	45.7
fa+ha+maj	3	3	25.7
xor+xnor	3	3	15.0
compound gates	2	2	9.29
buf+inv	2	11	4.29
## worst max-delay path, cell delays in order
cell and delay [ps]:
clkdlybuf4s50_1 480, inv_1 90, ha_1 300, a21o_1 190, a21oi_2 150, xnor2_1 80
## placed cells by master (no fill, tap or decap)
master,Yosys,routed
a21oi_2,1,1
dfxtp_1,4,4
xor2_1,1,1
clkdlybuf4s50_1,0,5
clkbuf_4,0,3
fa_1,1,1
buf_4,0,1
ha_1,2,2
inv_1,2,2
xnor2_1,2,2
a21o_1,1,1
Power is estimated from default activity; no workload was simulated.
